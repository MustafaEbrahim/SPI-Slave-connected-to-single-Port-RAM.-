File: ./config.mk
export PLATFORM = sky130hd
export DESIGN_NAME = SPI_Wrapper
export DESIGN_NICKNAME = SPI_Wrapper
export VERILOG_FILES = /design/flow/design.v
export SDC_FILE = /design/flow/constraint.sdc
export NUM_CORES = 4
export LEC_CHECK = 1
export CORE_UTILIZATION = 50
File: ./constraint.sdc
current_design SPI_Wrapper

set clk_period 42.3
set clk_io_pct 0.2

create_clock -name clk0 -period $clk_period [get_ports {clk}]

set non_clock_inputs [all_inputs -no_clocks]
set_input_delay [expr $clk_period * $clk_io_pct] -clock clk0 $non_clock_inputs
set_output_delay [expr $clk_period * $clk_io_pct] -clock clk0 [all_outputs]
File: ./design.v
module RAM (clk, rst_n, rx_valid, din, dout, tx_valid);
parameter MEM_DEPTH = 256;
parameter ADDR_SIZE = 8;
input clk, rst_n, rx_valid;
input [9:0] din;
output reg [7:0] dout;
output reg tx_valid;
reg [7:0] mem [MEM_DEPTH-1:0];
reg [7:0] address;
always @(posedge clk) begin   
	if (~rst_n) begin
		dout <= 0;
		address <= 0;
	end
	else if (rx_valid && ~din[8]) begin
		address <= din[7:0];
	end
	else if (rx_valid && ~din[9]) begin
		mem[address] <= din[7:0];
	end
	else if (din[9:8]==2'b11) begin
		dout <= mem[address];
	end
end
always @(posedge clk) begin
	if (~rst_n) begin
		tx_valid <= 0;
	end
	else if (din[9:8]==2'b11) begin
		tx_valid <= 1;
	end
	else begin
		tx_valid <= 0;
	end
end
endmodule
module SPI (clk, rst_n, SS_n, MOSI, tx_valid, tx_data, MISO, rx_valid, rx_data);
parameter IDLE = 0;
parameter CHK_CMD = 1;
parameter WRITE = 2;
parameter READ_ADD = 3;
parameter READ_DATA = 4;
input clk, rst_n, SS_n, MOSI, tx_valid;
input [7:0] tx_data;
output reg MISO, rx_valid;
output reg [9:0] rx_data;
(* fsm_encoding="sequential" *)
reg [2:0] cs, ns;
reg address_recieved;
reg [3:0] counter_sp;
reg [2:0] counter_ps;
always @(posedge clk) begin
	if (~rst_n) begin
		cs <= IDLE;
	end
	else begin
		cs <= ns;
	end
end
always @(*) begin
	case(cs)
	    IDLE:
	        if (SS_n) begin
	        	ns = IDLE;
	        end
	        else begin
	        	ns = CHK_CMD;
	        end
	    READ_ADD:
	        if (SS_n) begin
	        	ns = IDLE;
	        	address_recieved = 1;
	        end
	        else begin
	        	ns = READ_ADD;
	        end
	    CHK_CMD:
	        if (SS_n) begin
	        	ns = IDLE;
	        end
	        else if (MOSI) begin
	        	if (address_recieved) begin
	        		ns = READ_DATA;
	        	end
	        	else begin
	        		ns = READ_ADD;
	        	end
	        end
	        else begin
	        	ns = WRITE;
	        end
	    WRITE:
	        if (SS_n) begin
	        	ns = IDLE;
	        	address_recieved = 0;
	        end
	        else begin
	        	ns = WRITE;
	        end
	    READ_DATA:
	        if (SS_n) begin
	        	ns = IDLE;
	        	address_recieved = 0;
	        end
	        else begin
	        	ns = READ_DATA;
	        end
	    default: ns = IDLE;
	endcase
end
always @(posedge clk) begin
	if (~rst_n) begin
		rx_data <= 0;
		rx_valid <= 0;
		MISO <= 0;
		counter_sp <= 0;
		counter_ps <= 7;
	end
	else if (SS_n) begin
		rx_data <= 0;
		rx_valid <= 0;
		MISO <= 0;
		counter_sp <= 0;
		counter_ps <= 7;
	end
	else begin
		case(cs)
		    WRITE: begin
		    	if (counter_sp<10) begin
		    	 	rx_data <= {rx_data,MOSI};
		    	    counter_sp <= counter_sp + 1;
		    	end
		    	else if (counter_sp==10) begin
		    		rx_valid <= 1;
		    	end
		    end
		    READ_ADD: begin
		    	if (counter_sp<10) begin
		    	 	rx_data <= {rx_data,MOSI};
		    	    counter_sp <= counter_sp + 1;
		    	end
		    	else if (counter_sp==10) begin
		    		rx_valid <= 1;
		    	end
		    end
		    READ_DATA: begin
		    	if (counter_sp<10) begin
		    	 	rx_data <= {rx_data,MOSI};
		    	    counter_sp <= counter_sp + 1;
		    	end
		    	else if (tx_valid && counter_ps>=0) begin
		    		MISO <= tx_data[counter_ps];
		    		if (counter_ps!=0) begin  
		    			counter_ps <= counter_ps - 1;
		    		end
		    	end
		    end
		endcase
	end
end
endmodule
module SPI_Wrapper (clk, rst_n, SS_n, MOSI, MISO);
parameter MEM_DEPTH = 256;
parameter ADDR_SIZE = 8;
input clk, rst_n, SS_n, MOSI;
output MISO;
wire tx_valid_RAM_out, rx_valid_SPI_out;
wire [7:0] tx_data_RAM_out;
wire [9:0] rx_data_SPI_out;
SPI SPI_Slave (.clk(clk), .rst_n(rst_n), .SS_n(SS_n), .MOSI(MOSI), .tx_valid(tx_valid_RAM_out), .tx_data(tx_data_RAM_out), .MISO(MISO), .rx_valid(rx_valid_SPI_out), .rx_data(rx_data_SPI_out));
RAM #(MEM_DEPTH,ADDR_SIZE) Async_RAM (.clk(clk), .rst_n(rst_n), .rx_valid(rx_valid_SPI_out), .din(rx_data_SPI_out), .dout(tx_data_RAM_out), .tx_valid(tx_valid_RAM_out));
endmodule
File: ./run.sh
#!/bin/bash
# OpenROAD 26Q1-2900-gdf79404cd8, Yosys 0.63+post, stock flow scripts
make -C /OpenROAD-flow-scripts/flow DESIGN_CONFIG=/design/flow/config.mk WORK_HOME=/design/flow/orfs finish
==> CHANGELOG.md <==
### Implementation results

* Measured slew at the worst slew-check pin at 1.02 ns
* Combinational share of power at 0.1%
* Synthesized area at 81,000 um2
* Longest Clk Path Bufs at 3
* Detail Placement HPWL at 143,000 um
* Top cell excl fill/tap: edfxtp_1
* Unique cell types at 63
* Overall Global Routing Usage at 32.3%
* CTS Hold Bufs at 0
* Flop pwr share at 55.1%
* Ys cells at 3,932
* Post-CTS setup repair buffer count at 0
* CP Capture Type: register
* Async SR Flop Fraction at 0%
* Routed Antenna Nets at 0
* Final worst slack at 31.11 ns
* Sw Pwr at 773 uW
* #FFs+latches synth at 2,090
* Status: complete, no violations
* Resized cells post-CTS at 0
* Minimum clock period at 11.19 ns
* First-pass GRT wire length at 324,000 um
* Layout Utilization at 56.4%
* Crit path capture: Async_RAM.mem[216][1]$_DFFE_PP_
* Drt wl/cell at 35.8 um
* Pin count of the biggest net entering global routing at 90
* Initial antenna violation count at 5
* YS chip area at 81,000 um2
* Setup slack, reg-to-reg at 35.96 ns
* Register pins left without a clock at 1
* Reg-to-reg endpoint: Async_RAM.dout[0]$_SDFFE_PN0P_
* Remaining global-route overflow at 0
* Crit path from: rst_n
* CP required at 42.74 ns
* Chip Height at 404 um
* Tcrit/Tclk final at 26.5%
* Fillers at 11.8k
* Post-synthesis average cell area at 20.6 um2
* Vias at 40.3k
* Share of cells above drive strength 1 at 22.7%
* Root Buffer Master: clkbuf_16
* Port buffer count at 4
* Post-Synthesis Cells at 3,932
* Place WS at 30.38 ns
* # H-tree levels at 4
* Total Power at 4060 uW
* Top area contributor share at 75.9%
* Num CTS Buffers at 206
* Clock skew at 0.0506 ns
* Hold Startpoint: SPI_Slave.cs[0]$_DFF_P_
* Peak VDD IR at 0.0393 mV
* Most instantiated logic cells after routing: edfxtp_1, mux4_2, nor2_1
* Slew headroom at 31.5%
* Final Hold Violation Tally at 0
* Chip Width at 404 um
* Final slew viol count at 0
* Leak pwr at 0.0269 uW
* Row count at 147
* Top area cell types: edfxtp_1, mux4_2, mux2i_1, nor2_1, dfxtp_1
* Detailed-route DRC error count at 0
* RSZ-0062 raised after global routing: false
* Max Cap Viol at 0
* Setup CP Type: in2reg
* Worst r2r path cells at 12
* Min-Delay Path Class: reg2reg
* Pwr per Cell Area at 44.8 nW/um2
* Post-synth top area cell: edfxtp_1
* First drt pass iteration count at 6
* OpenROAD warning count at 27
* Cells after DPL at 6,021
* Final std cells w/o fill at 6,403
* Origin of the critical flop-to-flop path: Async_RAM.address[0]$_SDFFE_PN0P_
* FP Util at 50.4%
* Startpoint Class: primary input
* CTS tree: yes
* Synth-to-layout area growth at 11.9%
* Post-Route WL at 229,000 um
* Warnings from Yosys at 3
* Die footprint at 164,000 um2
* Vias/cell at 6.30
* Routability Congestion at 0.962
* Comb gate area at 17,500 um2
* Core area at 161,000 um2
* Int Power at 3290 uW
* Post-synth EDFFs at 2,048
* Final setup TNS at 0 ns
* Final setup fails at 0
* Initial DRC count at 3,082
* Max Clock Freq at 0.0894 GHz
* Switch share at 19.0%
* Reg clk slew, reported paths at 0.06 ns
* Vias in the first global route at 44.7k
* Clk latency of the worst-skew pair at 0.85 ns
* Boundary Pins at 5
* Reg area at 62,400 um2
* Worst Path Arrival at 11.63 ns
* Main flop type: edfxtp_1
* Endpoints left unconstrained at 1
* Clock power share at 44.9%
* Crit-path max FO at 20
metrics by stage:
step	instance area (um2)	hold slack, ns
floorplan	81000	0.406
global placement	83800	0.429
detailed placement	83800	0.416
CTS	90600	0.435
global route	90600	0.453
finish	90600	0.433
layout make-up:
type                       count  share of cell area [%]
multi-input combinational   1601                    19.3
timing repair buffer         159                    1.38
antenna                        2                 0.00552
inverter                      11                  0.0456
clock inverter               128                    1.44
tap                         2160                    2.98
clock buffer                 252                    6.02
sequential                  2090                    68.9
flip-flops by register name (all words and copies together) (netlist names), 3 cells and up:
register and cells:
SPI_Slave.cs 5, Async_RAM.mem 2048, Async_RAM.address 8, SPI_Slave.rx_data 10, Async_RAM.dout 8, SPI_Slave.counter_sp 4, SPI_Slave.counter_ps 3
worst min-delay path by stage:
stage,to,slack (ns),cells after the start
CTS,SPI_Slave.cs[3]$_DFF_P_,0.43,1
global route,SPI_Slave.cs[3]$_DFF_P_,0.45,1
finish,SPI_Slave.cs[3]$_DFF_P_,0.43,1
routing by layer:
metal  share of wire [%]  GRT usage (%)  up-vias
li1                    -              -    16605
met3                  19           26.8      464
met5                0.26           2.91        -
met1                  31           41.1    20075
met2                  46           44.1     3184
met4                 4.0           9.14       16
critical path: stages:
cell	delay, ns
clkdlybuf4s50_1	0.45
buf_4	0.23
and4b_1	0.41
nand2_1	0.09
nor2_1	0.44
nand2_1	0.43
buf_4	0.45
nor2_1	0.62
logic make-up (layout without fill, tap and decap cells):
| group | after synthesis | in the layout | synth area share (%) |
|---|---|---|---|
| xor+xnor | 3 | 3 | 0.0324 |
| flops | 2089 | 2089 | 76.9 |
| latches | 1 | 1 | 0.0185 |
| mux | 675 | 675 | 15.2 |
| compound gates | 360 | 360 | 3.12 |
| buf+inv | 241 | 550 | 1.56 |
| other cells | 0 | 2 | 0 |
| simple gates | 560 | 560 | 3.05 |
| fa+ha+maj | 3 | 3 | 0.0464 |
cells in the mapped netlist (19+ instances only):
master,number
dfxtp_1,41
mux4_2,443
mux2_2,19
a21oi_1,55
clkbuf_1,82
mux2i_1,213
a22oi_1,105
nor2b_1,30
nor2_1,312
buf_2,83
buf_4,37
o22ai_1,53
o21ai_0,29
edfxtp_1,2048
nor3_1,21
nand2_1,89
nand3_1,38
power groups by stage:
stage	Clock [uW]	Sequential, uW	Combinational (uW)
CTS	1850	2240	2.82
global route	1920	2240	3.05
finish	1820	2240	2.80
Power and IR drop assume default switching activity.
